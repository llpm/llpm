==> design.v <==
`default_nettype none
module Fork(clk, resetn,
            din, din_valid, din_bp,
            dout, dout_valid, dout_bp);
parameter Width = 8;
parameter NumOutputs = 4;
input wire clk;
input wire resetn;
input wire [Width-1:0]  din;
input wire             din_valid;
output wire            din_bp;
output wire [Width-1:0]      dout;
output wire [NumOutputs-1:0] dout_valid;
input  wire [NumOutputs-1:0] dout_bp;
assign dout = din;
reg [NumOutputs-1:0] previouslyAccepted;
wire [NumOutputs-1:0] accepted =
    (~dout_bp & dout_valid) | previouslyAccepted;
assign din_bp = !(&accepted);
assign dout_valid = {NumOutputs{din_valid}} & (~previouslyAccepted);
always@(posedge clk)
begin
    if (~resetn)
    begin
        previouslyAccepted <= {NumOutputs{1'b0}};
    end else begin
        if (din_valid && ~din_bp)
        begin
            previouslyAccepted <= {NumOutputs{1'b0}};
        end else begin
            previouslyAccepted <= accepted;
        end
    end
end
endmodule
module Fork_VoidData(
    clk, resetn,
    din_valid, din_bp,
    dout_valid, dout_bp);
parameter Width = 8;
parameter NumOutputs = 4;
input wire clk;
input wire resetn;
input  wire             din_valid;
output wire             din_bp;
output wire [NumOutputs-1:0] dout_valid;
input  wire [NumOutputs-1:0] dout_bp;
reg [NumOutputs-1:0] previouslyAccepted;
wire [NumOutputs-1:0] accepted =
    (~dout_bp & dout_valid) | previouslyAccepted;
assign din_bp = !(&accepted);
assign dout_valid = {NumOutputs{din_valid}} & (~previouslyAccepted);
always@(posedge clk)
begin
    if (~resetn)
    begin
        previouslyAccepted <= {NumOutputs{1'b0}};
    end else begin
        if (din_valid && ~din_bp)
        begin
            previouslyAccepted <= {NumOutputs{1'b0}};
        end else begin
            previouslyAccepted <= accepted;
        end
    end
end
endmodule
module VirtFork(clk, resetn,
                din, din_valid, din_bp,
                dout, dout_valid, dout_bp);
parameter Width = 8;
parameter NumOutputs = 4;
input wire clk;
input wire resetn;
input wire [Width-1:0]  din;
input wire              din_valid;
output wire             din_bp;
output wire [Width-1:0]      dout;
output wire [NumOutputs-1:0] dout_valid;
input  wire [NumOutputs-1:0] dout_bp;
wire [NumOutputs-1:0] accepted = (~dout_bp & dout_valid);
assign dout = din;
assign din_bp = !(&accepted);
assign dout_valid = {NumOutputs{din_valid}};
endmodule
module VirtFork_VoidData(
    clk, resetn,
    din_valid, din_bp,
    dout_valid, dout_bp);
parameter Width = 8;
parameter NumOutputs = 4;
input wire clk;
input wire resetn;
input  wire             din_valid;
output wire             din_bp;
output wire [NumOutputs-1:0] dout_valid;
input  wire [NumOutputs-1:0] dout_bp;
wire [NumOutputs-1:0] accepted = (~dout_bp & dout_valid);
assign din_bp = !(&accepted);
assign dout_valid = {NumOutputs{din_valid}};
endmodule
`default_nettype wire
==> run.sh <==
#!/bin/bash
# OpenROAD 26Q1-2900-gdf79404cd8, Yosys 0.63+post, stock flow scripts
make -C /OpenROAD-flow-scripts/flow DESIGN_CONFIG=/design/flow/config.mk WORK_HOME=/design/flow/orfs finish
==> config.mk <==
export PLATFORM = sky130hd
export DESIGN_NAME = Fork
export DESIGN_NICKNAME = Fork
export VERILOG_FILES = /design/flow/design.v
export SDC_FILE = /design/flow/constraint.sdc
export NUM_CORES = 4
export LEC_CHECK = 1
export CORE_AREA = 10 10 70 70
export DIE_AREA = 0 0 80 80
==> constraint.sdc <==
current_design Fork

set clk_period 1.8
set clk_io_pct 0.2

create_clock -name clk0 -period $clk_period [get_ports {clk}]

set non_clock_inputs [all_inputs -no_clocks]
set_input_delay [expr $clk_period * $clk_io_pct] -clock clk0 $non_clock_inputs
set_output_delay [expr $clk_period * $clk_io_pct] -clock clk0 [all_outputs]
==> run summary <==
Quick summary of the implementation run below.

The average wire per standard cell came out at roughly 9.6 µm. The final max-slew violation count recorded for this run is 0. The number of library cell types mapped by synthesis is 14. The via density per instance came out at between 3 and 4. Total power normalized to cell area comes to ~580 nW/µm². Per the OpenROAD power report, leakage power amounts to roughly 0.22 nW. Looking at the critical path, the highest net fanout was 8.

The fraction of layout instances using a drive strength above 1 is 0.340. The I/O pin total came out at 28. For the finished layout, the period the worst path requires is between 1.5 and 2 ns. The final routed wirelength across all metal layers came out at a little over 900 µm. The diode insertion count for antenna repair is 0. The core footprint is 3420 µm². The count of warning messages emitted by the tools came out at 26.

The later pin in the worst-skew pair is clocked with a latency of 0.24 ns. The number of vias in the routed layout came out at 301. Setup repair after global routing left no endpoint under its margin. The number of instances in the placed design is about 90.

Measured on the finished design, the core utilization comes to 0.152. The relative slew slack came out at 0.836. The final tally of setup violations is 0. The sequential share of the synthesized area is 0.269.

For this run, the total global-route usage over all layers was measured as 0.0271. For the worst min-delay path, the startpoint reported by OpenROAD is dout_bp[3]. The worst setup path is captured at a primary output. The initial standard-cell utilization of the core is 0.0872.

The number of flip-flops under the largest register name is 4. The initial antenna violation count is 0. The final timing report lists clock skew as a little over 0.01 ns. The critical path in this run is classified as input port to primary output. The launching element type of the critical path is an input port. The tightest min-delay check is of the input port to flop type. The register with the most flip-flops in the final layout is previouslyAccepted.

The total cell area reported by yosys after synthesis came out at approximately 300 µm². The largest registers in the layout are previouslyAccepted x4. The worst register-to-register path has a setup slack of 0.62 ns. Per the CTS log, the root buffer master is sky130_fd_sc_hd__clkbuf_4.

The clock-pin slew reported for the worst setup and hold paths after clock tree synthesis is 0.03 ns. The number of input and output port buffers inserted is 11. The post-place instance area is between 400 and 500 µm². The overall die size recorded for this design is between 6000 and 7000 µm². The maximum clock frequency came out at around 600 MHz. The mapped netlist covers 298 µm². Leaving out fill and tap cells, the most frequent cell in the layout is sky130_fd_sc_hd__clkdlybuf4s50_1. The post-layout instance count excluding filler cells is ~96. The total of warnings raised by yosys came out at 1. The instance count along the most critical hold path is 4. The overflow left after global routing is 0. The number of clock sinks seen by CTS came out at 4. The run finished with clean final reports. Detailed-route iteration 0 reported a violation count of 17. The layout overhead on the synthesized area is 74.8%. The critical path data required time is ~1.4 ns. The post-layout instance area came out at around 520 µm².

The instance count of the mapped netlist came out at 38. The cell taking the most area after synthesis is sky130_fd_sc_hd__dfxtp_1. The pre-antenna-repair detailed-routing pass consisted of 4 iterations.

The main area contributors are sky130_fd_sc_hd__dfxtp_1 27%, sky130_fd_sc_hd__buf_4 20%, sky130_fd_sc_hd__nor2b_1 19%, sky130_fd_sc_hd__o21ai_0 6.7%, sky130_fd_sc_hd__a21oi_1 5.0%. Per the OpenROAD floorplan log, the width of the die is around 80 µm. The number of max-cap violations came out at 0. The routability congestion estimate from global placement came out at between 0.7 and 0.8. The launch point of the worst register-to-register path is recorded as previouslyAccepted[1]$_SDFF_PP0_.

The first global-routing pass estimated 1400 µm of wire. In this run the core area contains 21 standard-cell rows. The number of cells traversed by the worst register-to-register path is 5. The largest net degree at the start of global routing is 9. The clock passes through at most 2 buffers. The worst supply voltage drop on vdd is between 0.15 and 0.2 mV. By instance count after routing, the leading logic cell types are 7 x sky130_fd_sc_hd__clkdlybuf4s50_1, 6 x sky130_fd_sc_hd__nor2b_1, 6 x sky130_fd_sc_hd__buf_4. Hold analysis lists the worst path endpoint as previouslyAccepted[3]$_SDFF_PP0_. The share of synthesized area in the top cell type comes to 0.269. The post-layout period usage of the worst path is 0.951. The data arrival time of the critical path came out at ~1.4 ns. The remaining design rule violation count came out at 0. The actual transition at the worst max-transition pin is approximately 0.25 ns.

TritonCTS built the clock tree. The count of H-tree levels built during CTS is 1. The die span in y is roughly 80 µm. The number of global-route vias before repair came to slightly above 300.

The cell count in the Yosys report came out at 38. After synthesis the netlist holds a flip-flop and latch count of 4. The average instance area after synthesis is just under 8 µm². STA lists the endpoint of the worst register-to-register path as previouslyAccepted[1]$_SDFF_PP0_. The number of endpoints with negative hold slack in the final report is 0.

In this run the remaining antenna-violating nets after routing total 0. The total CTS buffers came out at 3.
==> per-layer routing <==
| layer | global-route usage | vias to the layer above | wire length, µm |
|---|---|---|---|
| li1 | - | 142 | - |
| met1 | 0.0326 | 145 | 431 |
| met2 | 0.0385 | 14 | 363 |
| met3 | 0.0205 | 0 | 130 |
| met4 | 0.00352 | 0 | 0 |
| met5 | 0 | - | 0 |
==> synthesized netlist by cell type <==
| master | n |
|---|---|
| sky130_fd_sc_hd__nand2b_1 | 1 |
| sky130_fd_sc_hd__buf_4 | 8 |
| sky130_fd_sc_hd__o21ai_1 | 1 |
| sky130_fd_sc_hd__buf_2 | 1 |
| sky130_fd_sc_hd__a21boi_0 | 1 |
| sky130_fd_sc_hd__a211oi_2 | 1 |
| sky130_fd_sc_hd__inv_1 | 2 |
| sky130_fd_sc_hd__and3_1 | 1 |
| sky130_fd_sc_hd__o21ai_0 | 4 |
| sky130_fd_sc_hd__a21oi_1 | 3 |
| sky130_fd_sc_hd__o21a_1 | 1 |
| sky130_fd_sc_hd__o31a_1 | 1 |
| sky130_fd_sc_hd__dfxtp_1 | 4 |
| sky130_fd_sc_hd__nor2b_1 | 9 |
==> report_power, final <==
part | total (W) | internal [W] | switching (W)
logic | 0.0000826 | 0.0000539 | 0.0000287
registers | 0.000104 | 0.0000957 | 0.00000848
clock network | 0.000115 | 0.0000748 | 0.0000407
total | 0.000302 | 0.000224 | 0.0000779
==> worst max path at each step <==
| stage | start | endpoint | depth (start not counted) |
|---|---|---|---|
| CTS | dout_bp[0] | din_bp | 5 |
| global route | din_valid | dout_valid[3] | 4 |
| finish | din_valid | dout_valid[1] | 4 |
==> cells by family (layout without fill, tap and decap cells) <==
family / count (synthesis) / in the layout / share of synthesized area
AOI/OAI and AO/OA: 12 / 12 / 0.256
buffers and inverters: 11 / 23 / 0.244
and+or+nand+nor: 11 / 11 / 0.231
DFF: 4 / 4 / 0.269
==> critical path, stage by stage <==
cell,delay [ns]
sky130_fd_sc_hd__clkdlybuf4s15_1,0.24
sky130_fd_sc_hd__buf_6,0.14
sky130_fd_sc_hd__nor2b_4,0.13
sky130_fd_sc_hd__clkdlybuf4s50_1,0.47
==> metrics by stage <==
step | setup TNS [ns] | worst slack [ns] | hold WS (ns) | power [W]
3_3_place_gp | -1.01 | -0.257 | 0.567 | 0.000168
4_1_cts | -0.0782 | -0.0782 | 0.595 | 0.000294
2_1_floorplan | 0 | 0.590 | 0.498 | 0.000136
3_5_place_dp | -1.01 | -0.265 | 0.560 | 0.000168
6_report | 0 | 0.0891 | 0.524 | 0.000302
5_1_grt | 0 | 0.0143 | 0.582 | 0.000327
==> final cells by class <==
| type | count | area (µm²) |
|---|---|---|
| clock buffer | 3 | 22.5 |
| fill | 391 | 2900 |
| tap | 46 | 57.6 |
| inverter | 2 | 7.51 |
| multi-input combinational | 23 | 186 |
| sequential | 4 | 80.1 |
| timing repair buffer | 18 | 166 |
==> timing repair <==
item,in CTS,in global routing
pin swaps,2,2
hold buffers,0,0
buffers inserted,1,2
endpoints found under the setup margin,5,1
resized,5,12
Power figures rest on the tool's default switching activity, not on a simulated workload.
