## design/flow/config.mk

```make
export PLATFORM = sky130hd
export DESIGN_NAME = Latch
export DESIGN_NICKNAME = Latch
export VERILOG_FILES = /design/flow/design.v
export SDC_FILE = /design/flow/constraint.sdc
export NUM_CORES = 4
export LEC_CHECK = 1
export CORE_AREA = 10 10 70 70
export DIE_AREA = 0 0 80 80
```

## design/flow/constraint.sdc

```tcl
current_design Latch

set clk_period 2.4
set clk_io_pct 0.2

create_clock -name clk0 -period $clk_period [get_ports {clk}]

set non_clock_inputs [all_inputs -no_clocks]
set_input_delay [expr $clk_period * $clk_io_pct] -clock clk0 $non_clock_inputs
set_output_delay [expr $clk_period * $clk_io_pct] -clock clk0 [all_outputs]
```

## design/flow/design.v

```verilog
`default_nettype none 
module PipelineReg_DoubleWidth(clk, resetn,
    d, d_valid, d_bp,
    q, q_valid, q_bp);
parameter Name = "";
parameter Width = 8;
input wire clk;
input wire resetn;
input wire [Width-1:0] d;
input wire             d_valid;
output wire            d_bp;
output wire [Width-1:0] q;
output wire             q_valid;
input  wire             q_bp;
reg [Width-1:0] data1;
reg             valid1;
reg [Width-1:0] data2;
reg             valid2;
assign q = data1;
assign q_valid = valid1;
assign d_bp = valid1 && valid2;
wire incoming = d_valid && ~d_bp;
wire outgoing = q_valid && ~q_bp;
always@(posedge clk)
begin
    if(~resetn)
    begin
        valid1 <= 1'b0;
        valid2 <= 1'b0;
    end else begin
        if (outgoing && !incoming)
        begin
            valid1 <= valid2;
            data1  <= data2;
            valid2 <= 1'b0;
        end
        else if (incoming && !outgoing)
        begin
            if (valid1)
            begin
                valid2 <= 1'b1;
                data2  <= d;
            end else begin
                valid1 <= 1'b1;
                data1 <= d;
            end
        end 
        else if (incoming && outgoing)
        begin
            if (valid2)
            begin
                $display("We have an incoming value even though #2 is full!");
                valid1 <= valid2;
                data1 <= data2;
                valid2 <= 1'b1;
                data2 <= d;
            end else begin
                valid1 <= 1'b1;
                data1 <= d;
            end
        end
    end
end
endmodule
module PipelineReg_DoubleWidth_NoData(
    clk, resetn,
    d_valid, d_bp,
    q_valid, q_bp);
parameter Name = "";
parameter Width = 8;
input wire clk;
input wire resetn;
input  wire            d_valid;
output wire            d_bp;
output wire             q_valid;
input  wire             q_bp;
reg             valid1;
reg             valid2;
assign q_valid = valid1;
assign d_bp = valid1 && valid2;
wire incoming = d_valid && ~d_bp;
wire outgoing = q_valid && ~q_bp;
always@(posedge clk)
begin
    if(~resetn)
    begin
        valid1 <= 1'b0;
        valid2 <= 1'b0;
    end else begin
        if (outgoing && !incoming)
        begin
            valid1 <= valid2;
            valid2 <= 1'b0;
        end
        else if (incoming && !outgoing)
        begin
            if (valid1)
            begin
                valid2 <= 1'b1;
            end else begin
                valid1 <= 1'b1;
            end
        end 
        else if (incoming && outgoing)
        begin
            if (valid2)
            begin
                $display("We have an incoming value even though #2 is full!");
                valid1 <= valid2;
                valid2 <= 1'b1;
            end else begin
                valid1 <= 1'b1;
            end
        end
    end
end
endmodule
module PipelineReg_SingleStore(clk, resetn,
    d, d_valid, d_bp,
    q, q_valid, q_bp);
parameter Name = "";
parameter Width = 8;
input wire clk;
input wire resetn;
input wire [Width-1:0] d;
input wire             d_valid;
output wire            d_bp;
output wire [Width-1:0] q;
output wire             q_valid;
input  wire             q_bp;
reg [Width-1:0] data;
reg             valid;
assign q = data;
assign q_valid = valid;
assign d_bp = valid;
wire incoming = d_valid && ~d_bp;
wire outgoing = valid && ~q_bp;
always@(posedge clk)
begin
    if(~resetn)
    begin
        valid <= 1'b0;
    end else begin
        if (outgoing)
        begin
            valid <= 1'b0;
        end
        else if (incoming)
        begin
            valid <= 1'b1;
            data  <= d;
        end 
    end
end
endmodule
module PipelineStageController(
    clk, resetn,
    vin_valid, vin_bp,
    vout_valid, vout_bp,
    ce_valid);
parameter Name = "";
input wire clk;
input wire resetn;
input wire vin_valid;
output wire vin_bp;
output wire vout_valid;
input wire vout_bp;
output wire ce_valid;
reg             valid;
assign vin_bp = valid || ~vin_valid;
wire incoming = vin_valid && ~vin_bp;
wire outgoing = valid && ~vout_bp;
assign ce_valid = incoming;
assign vout_valid = valid;
always@(posedge clk)
begin
    if(~resetn)
    begin
        valid <= 1'b0;
    end else begin
        if (outgoing)
        begin
            valid <= 1'b0;
        end
        else if (incoming)
        begin
            valid <= 1'b1;
        end 
    end
end
endmodule
module PipelineReg_Slave(
    clk, resetn,
    ce_valid,
    d,
    q);
parameter Width = 8;
parameter Name = "";
input wire clk;
input wire resetn;
input wire [Width-1:0] d;
output wire [Width-1:0] q;
input wire ce_valid;
reg [Width-1:0] data;
assign q = data;
always@(posedge clk)
begin
    if(~resetn)
    begin
        data <= {Width{1'bx}};
    end else begin
        if (ce_valid)
        begin
            data <= d;
        end
    end
end
endmodule
module Latch(clk, resetn,
    d, d_valid, d_bp,
    q, q_valid, q_bp);
parameter Name = "";
parameter Width = 8;
input wire clk;
input wire resetn;
input wire [Width-1:0] d;
input wire             d_valid;
output wire            d_bp;
output wire [Width-1:0] q;
output wire             q_valid;
input  wire             q_bp;
reg [Width-1:0] data;
reg             valid;
assign q = valid ? data : d;
assign q_valid = valid || d_valid;
assign d_bp = valid;
wire incoming = d_valid && ~d_bp;
wire outgoing = valid && ~q_bp;
always@(posedge clk)
begin
    if(~resetn)
    begin
        valid <= 1'b0;
    end else begin
        if (outgoing)
        begin
            valid <= 1'b0;
        end
        else if (incoming && q_bp)
        begin
            valid <= 1'b1;
            data  <= d;
        end 
    end
end
endmodule
module Latch_NoData(clk, resetn,
    d_valid, d_bp,
    q_valid, q_bp);
parameter Name = "";
parameter Width = 8;
input wire clk;
input wire resetn;
input  wire            d_valid;
output wire            d_bp;
output wire             q_valid;
input  wire             q_bp;
reg             valid;
assign q_valid = valid || d_valid;
assign d_bp = valid;
wire incoming = d_valid && ~d_bp;
wire outgoing = valid && ~q_bp;
always@(posedge clk)
begin
    if(~resetn)
    begin
        valid <= 1'b0;
    end else begin
        if (outgoing)
        begin
            valid <= 1'b0;
        end
        else if (incoming && q_bp)
        begin
            valid <= 1'b1;
        end 
    end
end
endmodule
`default_nettype wire
```

## design/flow/run.sh

```bash
#!/bin/bash
# OpenROAD 26Q1-2900-gdf79404cd8, Yosys 0.63+post, stock flow scripts
make -C /OpenROAD-flow-scripts/flow DESIGN_CONFIG=/design/flow/config.mk WORK_HOME=/design/flow/orfs finish
```

==> results.sh <==
# yosys + openroad results
export IMPL_outcome="completed"
export IMPL_most_common_cell="edfxtp_1"
export IMPL_place_gp_congestion=0.6774
export IMPL_grt_pass1_vias=321
export IMPL_logic_area_um2=143.9
export IMPL_syn_area_per_cell_um2=19.78
export IMPL_ys_warn_count=1
export IMPL_clkSinkCount=9
export IMPL_crit_slowest_cell="dfxtp_1"
export IMPL_tns_ns=0
export IMPL_dr_total_vias=282
export IMPL_fin_cells=92
export IMPL_rsz0062_at_grt="false"
export IMPL_h_tree_depth=1
export IMPL_worst_setup_path_end_kind="output port"
export IMPL_top_cell_area_share_pct=57.83
export IMPL_place_inst=88
export IMPL_fillerInstances=381
export IMPL_whs_ns=0.7946
export IMPL_grt_pass1_wl_mm=1.524
export IMPL_cts_made_buffers=3
export IMPL_cts_tree="yes"
export IMPL_num_antenna_cells=0
export IMPL_antenna_left=0
export IMPL_mappedNetlistArea_um2=415.4
export IMPL_drv_slew=0
export IMPL_finalHoldViolCount=0
export IMPL_finalClockSkew_ns=0.003640
export IMPL_path_max_fanout=9
export IMPL_peakVddDrop_mv=0.1707
export IMPL_logic_family="multiplexers"
export IMPL_min_period_ns=2.202
export IMPL_crit_path_max_incr_delay_ns=0.67
export IMPL_yosys_area_top_type="edfxtp_1"
export IMPL_syn2layout_area_growth_pct=69.88
export IMPL_edf_count=8
export IMPL_ys_cells=21
export IMPL_log_warning_count=25
export IMPL_cts_path_max_buffers=2
export IMPL_muxShareOfSynthArea_pct=28.01
export IMPL_ys_sh_aoi_pct=2.410
export IMPL_max_freq_ghz=0.4541
export IMPL_ys_sh_simple_pct=4.217
export IMPL_antenna_found_initial=0
export IMPL_ys_area_um2=415.4
export IMPL_worst_slew_pin_slew_ns=0.5524
export IMPL_firstDrtPassIters=4
export IMPL_setup_viol=0
export IMPL_path_delay_family="flip-flops"
export IMPL_cp_arrival_ns=1.72
export IMPL_utilization_pct=20.66
export IMPL_ys_sh_xor_pct=0
export IMPL_topCellsByArea="edfxtp_1, mux2_4, dfxtp_1, and4b_2, buf_6"
export IMPL_vias_per_cell=3.065
export IMPL_p_leak_uw=0.0002572
export IMPL_path_clk_slew_ns=0.06
export IMPL_start_kind="register"
export IMPL_crit_required_ns=1.92
export IMPL_root_buffer="clkbuf_4"
export IMPL_hold_buffers=0
export IMPL_wl_um=997
export IMPL_top_cells_by_count="edfxtp_1, mux2_4"
export IMPL_crit_type="reg2out"
export IMPL_relSlewSlack_pct=63.12
export IMPL_ys_ff=9
export IMPL_max_cap_violations=0
export IMPL_powerDensity_nw_per_um2=500.2
export IMPL_rows=21
export IMPL_async_flop_share_pct=0
export IMPL_drive_above_1_share_pct=28.26
export IMPL_worstHoldPathType="in2reg"
export IMPL_die_x_um=80
export IMPL_flop_cell="edfxtp_1"
export IMPL_crit_buf_inv=1
export IMPL_io_buffers=21
export IMPL_initial_utilization_pct=12.16
export IMPL_flop_area_um2=260.3
export IMPL_grt_max_degree=10
export IMPL_die_area_um2=6400
export IMPL_synthAdderAreaFrac_pct=0
export IMPL_final_period_utilization_pct=91.75
export IMPL_cts_repair_resized=0
export IMPL_cts_setup_buffers=0
export IMPL_die_h_um=80
export IMPL_dp_hpwl_um=820.7
export IMPL_track_usage_pct=3.091
export IMPL_clock_latency_ns=0.25
export IMPL_ys_seq_share_pct=62.65
export IMPL_globalRouteOverflowTotal=0
export IMPL_drc=0
export IMPL_path_cells="mux2_2 -> clkdlybuf4s50_1"
export IMPL_drt_iter0_drc=2
export IMPL_post_drt_wl_per_cell_um=10.84
export IMPL_synthCells=21
export IMPL_io_pins=22
export IMPL_synth_cell_type_count=8
export IMPL_coreArea_um2=3416
## where the power goes
group / switching (µW) / total [µW] / internal (µW)
clock network: 47.5 / 111 / 63.7
registers: 4.47 / 180 / 176
logic: 11.8 / 61.4 / 49.6
total: 63.8 / 353 / 289
## per-layer routing
metal | GRT usage (%) | wire length (µm)
met3 | 2.841 | 153
met1 | 3.159 | 408
met2 | 4.815 | 435
met4 | 0.1761 | 0
met5 | 0 | 0
## through the flow
step | total power (µW) | worst slack (ns) | area [µm²]
after floorplan | 201.0 | 1.161 | 415.4
after global placement | 245.4 | 0.3255 | 679.4
after detailed placement | 246.4 | 0.3154 | 679.4
after CTS | 363.9 | 0.1705 | 705.7
after global routing | 380.4 | 0.08305 | 705.7
final | 353.0 | 0.1980 | 705.7
## layout make-up
| cell class | instances | share of cell area [%] |
|---|---|---|
| sequential | 9 | 36.88 |
| timing repair buffer | 22 | 30.85 |
| multi-input combinational | 11 | 20.39 |
| tap | 46 | 8.156 |
| clock buffer | 4 | 3.723 |
## logic make-up after synthesis
group,Yosys count
buffers and inverters,1
and+or+nand+nor,2
muxes,8
AOI/OAI and AO/OA,1
DFF,9
## sequential cells by signal, indices dropped and copies added (netlist names)
| register | count |
|---|---|
| data | 8 |
| valid | 1 |
## path summary, 6_finish.rpt
kind | startpoint | slack, ns | endpoint | depth (start not counted)
max reg2reg | valid$_SDFFE_PP0P_ | 0.93 | data[4]$_DFFE_PP_ | 2
max | valid$_SDFFE_PP0P_ | 0.20 | q[5] | 2
min reg2reg | valid$_SDFFE_PP0P_ | 0.96 | valid$_SDFFE_PP0P_ | 2
min | resetn | 0.79 | valid$_SDFFE_PP0P_ | 2
## layout by cell type (no fill, tap or decap)
| cell | n |
|---|---|
| mux2_2 | 1 |
| edfxtp_1 | 8 |
| mux2_4 | 7 |
| dfxtp_1 | 1 |
| or2_1 | 1 |
| clkdlybuf4s50_1 | 21 |
| and4b_2 | 1 |
| clkbuf_1 | 1 |
| clkbuf_4 | 3 |
| buf_4 | 1 |
| o211a_1 | 1 |
No activity file was given, so power comes from the tool's default toggle rates.
